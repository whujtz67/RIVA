[./config.mk]
export PLATFORM = sky130hd
export DESIGN_NAME = CircularQueuePtrTemplate
export DESIGN_NICKNAME = CircularQueuePtrTemplate
export VERILOG_FILES = /design/flow/design.v
export SDC_FILE = /design/flow/constraint.sdc
export NUM_CORES = 4
export LEC_CHECK = 1
export CORE_AREA = 10 10 70 70
export DIE_AREA = 0 0 80 80
export SYNTH_HDL_FRONTEND = slang
[./constraint.sdc]
current_design CircularQueuePtrTemplate

set clk_period 1.9
set clk_io_pct 0.2

create_clock -name clk0 -period $clk_period [get_ports {clk_i}]

set non_clock_inputs [all_inputs -no_clocks]
set_input_delay [expr $clk_period * $clk_io_pct] -clock clk0 $non_clock_inputs
set_output_delay [expr $clk_period * $clk_io_pct] -clock clk0 [all_outputs]
[./design.v]
package riscv_mv_pkg;
  typedef enum logic [1:0] {
    EW4    = 2'b00,
	  EW8    = 2'b01,
	  EW16   = 2'b10,
	  EW32   = 2'b11
  } vew_e;
endpackage : riscv_mv_pkg
module CircularQueuePtrTemplate #(
  parameter int ENTRIES = 16,                     
  parameter int unsigned PTR_WIDTH = $clog2(ENTRIES)   
) (
  input  logic                  clk_i,           
  input  logic                  rst_ni,          
  input  logic                  ptr_inc_i,       
  output logic                  ptr_flag_o,      
  output logic [PTR_WIDTH-1:0]  ptr_value_o      
);
  localparam bit IS_POW2 = (ENTRIES & (ENTRIES - 1)) == 0;
  logic                  ptr_flag_r, ptr_flag_nxt;     
  logic [PTR_WIDTH-1:0]  ptr_value_r, ptr_value_nxt;   
  logic [PTR_WIDTH:0] combined;     
  logic [PTR_WIDTH:0] new_val;      
  logic overflow;                   
  always_comb begin
    ptr_flag_nxt = ptr_flag_r;
    ptr_value_nxt = ptr_value_r;
    if (ptr_inc_i) begin
      if (IS_POW2) begin
        combined = {ptr_flag_r, ptr_value_r} + 1;
        ptr_flag_nxt = combined[PTR_WIDTH];            
        ptr_value_nxt = combined[PTR_WIDTH-1:0];       
      end else begin
        new_val = ptr_value_r + 1;                     
        overflow = new_val > (ENTRIES - 1);            
        ptr_flag_nxt = overflow ^ ptr_flag_r;          
        ptr_value_nxt = overflow ? (new_val - ENTRIES) : new_val;   
      end
    end
  end
  always_ff @(posedge clk_i or negedge rst_ni) begin
    if (!rst_ni) begin
      ptr_flag_r  <= 1'b0;
      ptr_value_r <= '0;
    end else begin
      ptr_flag_r  <= ptr_flag_nxt;
      ptr_value_r <= ptr_value_nxt;
    end
  end
  assign ptr_flag_o  = ptr_flag_r;
  assign ptr_value_o = ptr_value_r;
endmodule : CircularQueuePtrTemplate
[./run.sh]
#!/bin/bash
# OpenROAD 26Q1-2900-gdf79404cd8, Yosys 0.63+post, stock flow scripts
make -C /OpenROAD-flow-scripts/flow DESIGN_CONFIG=/design/flow/config.mk WORK_HOME=/design/flow/orfs finish
==> out/results.txt <==
top cells by area = dfrtp_1 63%, xnor2_1 13%, ha_1 6.3%
Netlist cell types = 7
fp_density = 5.86%
post-CTS setup buffers = 0
CP Class = flip-flop to output port
Yosys reg bits = 5
vias in the first global route = 175
CTS Buf Count = 3
chip width = 80 um
initial antenna violation count = 0
worst slew pin tran = 0.227 ns
Port Buffers = 7
critical path's top delay family = buffers and inverters
clock root buffer = clkbuf_4
first-pass GRT wire length = 814 um
CTS tree = yes
sequential share of power = 41.6%
combinational share of power = 35.7%
ANT cells = 0
vias = 143
Hold Fails Final Rpt = 0
DP Area = 328 um^2
routed length on met3 = 95 um
Synth warnings = 0
number of H-tree levels = 1
Avg WL per Cell = 7.39 um
Synth Flop Type = dfrtp_1
Mean Syn Cell Area = 14.3 um^2
Clock power frac = 22.7%
antenna violation net count after detailed routing = 0
Final Critical Period = 1.54 ns
CP arrival = 1.16 ns
commonest cells in the netlist = 5 x dfrtp_1, 3 x xnor2_1, 2 x nand4_1
number of max-cap violations = 0
post_cts resized = 0
GRT Util Overall = 1.74%
Post-synth EDFFs = 0
fin crit share = 81.1%
leading area contributor after synthesis = dfrtp_1
Die H = 80 um
sequential fraction of the synthesis area = 62.5%
post-route cell area = 354 um^2
# setup viols final = 0
via/cell ratio = 2.01
CTS clk-pin slew, worst paths = 0.04 ns
tool warnings = 25
worst path cell trace = clkdlybuf4s50_1
Clock Skew = 0.00389 ns
crit start category = flip-flop
DR pass1 iterations = 4
maximum number of pins on one net before global-route repair = 6
crit end category = output port
Fill cells = 400
worst rel slew slack = 84.8%
CORE AREA = 3420 um^2
Worst VDD drop = 0.000672 V
max layer used = met3
Storage cell area = 125 um^2
die area = 6400 um^2
hold crit path type = input pin to async pin
status = completed
Max Fanout on Critical Path = 4
Synth top area share = 62.5%
yosys cell count = 14
final setup TNS = 0 ns
cells after synthesis = 14
# rows = 21
switching share of power = 28.8%
clk buf depth = 2
Late-Pin Clk Latency = 0.25 ns
starting DRC count in detailed routing = 1
CP max-delay cell = clkdlybuf4s50_1
layout cells sized above 1 = 16.0%
Comb area = 75.1 um^2
Internal Dissipation = 0.389 mW
Leak = 0.127 nW
synthesis-to-finish area growth = 76.9%
Pwr Density = 1540 nW/um^2
IO Count = 8
Post-synth ARST share = 100%
met1 WL = 313 um
CTS Hold Bufs = 0
DRC errors left = 0
Yosys Chip Area = 200 um^2
critical path's largest stage delay = 0.51 ns
Yosys top cell by instances = dfrtp_1
wire length on met2 = 116 um
Post-Route WL = 525 um
final max-slew violation count = 0
Buf/Inv on CP = 1
f_max = 649 MHz
GRT Residual Overflow = 0
GP Congestion = 0.706
Net Sw Power = 0.157 mW
unrepaired setup endpoints after global routing = no
# clock sinks = 5
Mapped Area = 200 um^2
CP required = 1.52 ns
-- placed cells by master, fill, tap and decap left out, drive strengths merged --
cell           Yosys  layout
clkbuf             0       4
clkdlybuf4s50      0       7
dfrtp              5       5
ha                 1       1
mux2               1       1
nand2              1       1
nand4              2       2
xnor2              3       3
xor2               1       1
-- power groups by stage --
stage / registers (mW) / logic, mW / clock network, mW
5_1_grt: 0.233 / 0.222 / 0.139
4_1_cts: 0.227 / 0.199 / 0.129
6_report: 0.227 / 0.195 / 0.124
-- logic make-up after synthesis --
| family | synth area share [%] |
|---|---|
| AND/OR/NAND/NOR | 8.12 |
| flip-flops | 62.5 |
| XOR/XNOR | 17.5 |
| multiplexers | 5.62 |
| adder cells (fa/ha/maj) | 6.25 |
-- final timing paths --
path / end / cells after the start / slack, ns / startpoint
worst min-delay path: ptr_flag_o$_DFFE_PN0P_ / 1 / 0.35 / rst_ni
worst max-delay path: ptr_value_o[2] / 1 / 0.36 / ptr_value_o[2]$_DFFE_PN0P_
worst min register to register: ptr_flag_o$_DFFE_PN0P_ / 1 / 0.48 / ptr_flag_o$_DFFE_PN0P_
min in group clk0: ptr_flag_o$_DFFE_PN0P_ / 1 / 0.48 / ptr_flag_o$_DFFE_PN0P_
max in group asynchronous: ptr_value_o[0]$_DFFE_PN0P_ / 1 / 1.35 / rst_ni
worst max register to register: ptr_value_o[1]$_DFFE_PN0P_ / 2 / 0.81 / ptr_value_o[0]$_DFFE_PN0P_
-- worst register-to-register path, delay by kind of cell, from the launching register on --
kind	cells	cell delay [ns]
adders and majority gates	1	0.30
DFF	1	0.42
muxes	1	0.26
-- metal layers --
| layer | global-route usage (%) | vias to the layer above |
|---|---|---|
| met3 | 2.16 | 0 |
| met5 | 0 | - |
| met4 | 0.176 | 0 |
| met2 | 1.44 | 11 |
| li1 | - | 70 |
| met1 | 2.48 | 62 |
-- state kept, by name (all words and copies together), names as in the netlist --
register,count
ptr_flag_o,1
ptr_value_o,4
-- cell type report --
cell class	count	share of cell area, %
flip-flops and latches	5	35.3
multi-input cells	9	21.2
repair buffers	7	19.8
well taps	46	16.3
clock buffers	4	7.42
-- per-stage QoR --
| step | instances | hold WS [ns] | power, mW | worst slack [ns] | util (%) |
|---|---|---|---|---|---|
| final | 71 | 0.355 | 0.546 | 0.359 | 10.4 |
| after floorplan | 14 | 0.0844 | 0.276 | 0.867 | - |
| after CTS | 71 | 0.354 | 0.555 | 0.334 | 10.4 |
| after global routing | 71 | 0.358 | 0.594 | 0.306 | 10.4 |
| after global placement | 67 | 0.463 | 0.413 | 0.492 | 9.60 |
| after detailed placement | 67 | 0.475 | 0.424 | 0.476 | 9.60 |
No activity file was given, so power comes from the tool's default toggle rates.
